--- flow/config.mk ---
export PLATFORM = sky130hd
export DESIGN_NAME = Pwm
export DESIGN_NICKNAME = Pwm
export VERILOG_FILES = /design/flow/design.v
export SDC_FILE = /design/flow/constraint.sdc
export NUM_CORES = 4
export LEC_CHECK = 1
export CORE_AREA = 10 10 97 97
export DIE_AREA = 0 0 107 107
--- flow/constraint.sdc ---
current_design Pwm

set clk_period 4.7
set clk_io_pct 0.2

create_clock -name clk0 -period $clk_period [get_ports {i_clk}]

set non_clock_inputs [all_inputs -no_clocks]
set_input_delay [expr $clk_period * $clk_io_pct] -clock clk0 $non_clock_inputs
set_output_delay [expr $clk_period * $clk_io_pct] -clock clk0 [all_outputs]
--- flow/design.v ---
module Pwm #(parameter Period = 50000000, Duty = 25000000)
	(
		input				i_clk,
		input				rst_n,
		output			o_clk	
	);
	reg			[27:0]	counter;
	wire						counter_clr;
	wire						counter_dec;
	always @(posedge i_clk, negedge rst_n) begin
		if(!rst_n) 
			counter	<=	0;
		else begin
			if(counter_clr)
				counter	<=	0;
			else
				counter	<=	counter	+	1;
		end
	end
	assign	counter_clr	=	(counter	==	Period - 1) ? 1'b1 : 1'b0;
	assign	counter_dec	=	(counter	==	Duty - 1) ? 1'b1 : 1'b0;
	assign	o_clk	=	counter_dec;
endmodule
--- flow/run.sh ---
#!/bin/bash
# OpenROAD 26Q1-2900-gdf79404cd8, Yosys 0.63+post, stock flow scripts
make -C /OpenROAD-flow-scripts/flow DESIGN_CONFIG=/design/flow/config.mk WORK_HOME=/design/flow/orfs finish
==> impl_metrics.xml <==
<?xml version="1.0" encoding="UTF-8"?>
<metrics>
  <group name="outcome">
    <metric name="status" unit="">completed</metric>
  </group>
  <group name="critical_path">
    <metric name="critical_path.slowest_cell" unit="">clkdlybuf4s50_1</metric>
    <metric name="path_class" unit="">reg -&gt; out</metric>
    <metric name="path_buffers" unit="">1</metric>
    <metric name="critical_path_arrival" unit="ps">1960</metric>
    <metric name="critical-path-max-stage-delay" unit="ps">520</metric>
    <metric name="setup.worst_path.start_class" unit="">register</metric>
    <metric name="cp_cell_sequence" unit="">nor4_1, nand3_1, nor4_1, clkdlybuf4s50_1</metric>
    <metric name="timing.critical_path.mode_cell" unit="">nor4_1</metric>
    <metric name="worstPathRequired" unit="ps">3760</metric>
    <metric name="category_of_cells_accounting_for_the_largest_share_of_critical_path_delay" unit="">simple AND/OR/NAND/NOR gates</metric>
    <metric name="critPathCaptureType" unit="">output port</metric>
    <metric name="worst-path-max-fanout" unit="">5</metric>
  </group>
  <group name="place">
    <metric name="gp_routability_congestion" unit="">0.7923</metric>
    <metric name="detailedPlacementHpwl" unit="um">1715</metric>
    <metric name="pre_cts_ws" unit="ps">2063</metric>
    <metric name="dp_cells" unit="">235</metric>
    <metric name="port_buffers" unit="">2</metric>
  </group>
  <group name="floorplanning">
    <metric name="io_pins" unit="">3</metric>
    <metric name="die_area" unit="mm2">0.01145</metric>
    <metric name="core_util_floorplan" unit="">0.1879</metric>
    <metric name="std_cell_rows" unit="">31</metric>
    <metric name="die-height" unit="um">107</metric>
    <metric name="core_area" unit="mm2">0.007292</metric>
    <metric name="die_width" unit="um">107</metric>
  </group>
  <group name="layout">
    <metric name="top_regs" unit="">counter x28</metric>
    <metric name="flow.area_growth_from_synthesis" unit="%">13.61</metric>
    <metric name="layout-drive-gt1-share" unit="">0.06429</metric>
    <metric name="largest_register_ffs" unit="">28</metric>
    <metric name="layoutNonFillerInstCount" unit="">239</metric>
    <metric name="largest-register" unit="">counter</metric>
  </group>
  <group name="timing">
    <metric name="totalNegativeSetupSlack" unit="ps">0</metric>
    <metric name="post_route_fraction_of_the_period_consumed_by_the_critical_path" unit="">0.6174</metric>
    <metric name="slew_headroom" unit="">0.3597</metric>
    <metric name="fin_skew" unit="ps">3.592</metric>
    <metric name="fin_ws" unit="ps">1798</metric>
    <metric name="slew_viol_final" unit="">0</metric>
    <metric name="setup_viol" unit="">0</metric>
    <metric name="worst_pin_slew" unit="ps">953.3</metric>
    <metric name="grt_setup_unrepaired" unit="">false</metric>
    <metric name="achievable-frequency" unit="MHz">344.6</metric>
    <metric name="finalCriticalPeriod" unit="ps">2902</metric>
    <metric name="hold_violations" unit="">0</metric>
  </group>
  <group name="synth">
    <metric name="post_synth_instance_area" unit="mm2">0.001370</metric>
    <metric name="top_cell_type_by_total_area_after_synthesis" unit="">dfrtp_1</metric>
    <metric name="synth_seq_share" unit="">0.5114</metric>
    <metric name="synth.lib_cells_used.distinct" unit="">27</metric>
    <metric name="most_area_consuming_cells_after_synthesis" unit="">dfrtp_1 51%, xor2_1 11%, nor2_1 5.8%</metric>
    <metric name="top_area_frac" unit="">0.5114</metric>
    <metric name="yosysWarnings" unit="">1</metric>
    <metric name="postSynthRegisterBits" unit="">28</metric>
    <metric name="yosys.stat.chipArea" unit="mm2">0.001370</metric>
    <metric name="syn_avg_cell_area" unit="um2">10.07</metric>
    <metric name="post_synth_inst_count" unit="">136</metric>
    <metric name="synth-cells-yosys" unit="">136</metric>
  </group>
  <group name="power_and_ir_drop">
    <metric name="power_switching" unit="mW">0.07427</metric>
    <metric name="power_frac_clock" unit="">0.370</metric>
    <metric name="comb_power_share" unit="">0.015</metric>
    <metric name="proportion_of_power_drawn_by_flip_flops_and_latches" unit="">0.615</metric>
    <metric name="p_sw_frac" unit="">0.1899</metric>
    <metric name="worst_ir_drop_vdd" unit="V">0.00009619</metric>
    <metric name="intPower" unit="mW">0.3168</metric>
    <metric name="power-per-cell-area" unit="mW/mm2">251.2</metric>
    <metric name="power_leakage" unit="nW">0.7177</metric>
  </group>
  <group name="global_routing">
    <metric name="gr-max-usage-layer" unit="">met1</metric>
    <metric name="vias_in_the_first_global_route" unit="">946</metric>
    <metric name="grt_usage" unit="">0.04471</metric>
    <metric name="antenna_found_initial" unit="">0</metric>
    <metric name="grt_util_met3" unit="">0.006064</metric>
    <metric name="grt_first_pass_wirelength" unit="um">4416</metric>
    <metric name="aggregate_global_routing_overflow" unit="">0</metric>
    <metric name="globalRouteMet1Util" unit="">0.06921</metric>
    <metric name="grt_start_max_net_pins" unit="">29</metric>
    <metric name="use_met2" unit="">0.06716</metric>
  </group>
  <group name="clock_network">
    <metric name="ctsRootBufferMaster" unit="">clkbuf_8</metric>
    <metric name="cts.sink_count" unit="">28</metric>
    <metric name="clock_tree_buf_depth" unit="">2</metric>
    <metric name="ctsHoldBuffers" unit="">0</metric>
    <metric name="post_cts.resized_instances" unit="">0</metric>
    <metric name="clk_pin_slew" unit="ps">90</metric>
    <metric name="cts-buffers-inserted" unit="">3</metric>
    <metric name="htreeDepth" unit="">1</metric>
    <metric name="cts_tree" unit="">done</metric>
    <metric name="worstSkewPairLatency" unit="ps">270</metric>
    <metric name="setup_repair_bufs_after_cts" unit="">0</metric>
  </group>
  <group name="detailed_routing">
    <metric name="drt_pass1_iterations" unit="">4</metric>
    <metric name="postRouteWirelength" unit="um">2453</metric>
    <metric name="wl_per_cell" unit="um">10.26</metric>
    <metric name="detail_route.antenna_diodes" unit="">0</metric>
    <metric name="drcViolationCount" unit="">0</metric>
    <metric name="drt-initial-drc-count" unit="">41</metric>
    <metric name="ant_nets" unit="">0</metric>
    <metric name="post_drt_via_cell_ratio" unit="">3.933</metric>
    <metric name="dr_total_vias" unit="">940</metric>
  </group>
  <group name="run">
    <metric name="timing.max_cap.violations" unit="">0</metric>
    <metric name="openroad.warnings" unit="">25</metric>
  </group>
  <group name="min_path">
    <metric name="worst_hold_path_class" unit="">reg -&gt; reg</metric>
  </group>
</metrics>
-- stage by stage --
stage          cell area [um2]  hold WS (ps)    util  power [mW]
2_1_floorplan             1370         445.4       -      0.2455
3_3_place_gp              1501         463.9  0.2059      0.2517
3_5_place_dp              1501         474.4  0.2059      0.2517
4_1_cts                   1556         488.3  0.2135      0.3982
5_1_grt                   1556         504.6  0.2135      0.4081
6_report                  1556         486.0  0.2135      0.3911
-- power by group through the flow --
| stage | Sequential (mW) | Clock [mW] | Combinational [mW] |
|---|---|---|---|
| 4_1_cts | 0.241 | 0.151 | 0.00626 |
| 5_1_grt | 0.241 | 0.160 | 0.00701 |
| 6_report | 0.241 | 0.145 | 0.00588 |
-- layer usage --
layer  share of wire  vias to the layer above  wire, um
li1                -                      474         -
met1            0.53                      454      1305
met2            0.43                       10      1047
met3           0.029                        2        72
met4           0.011                        0        27
met5               0                        -         0
-- path summary, 6_finish.rpt --
check | startpoint | slack [ps] | depth (start not counted) | to
setup / recovery | counter[7] | 1800 | 4 | o_clk
hold / removal | counter[0] | 490 | 1 | counter[0]
setup reg to reg | counter[0] | 2410 | 5 | counter[5]
hold reg to reg | counter[0] | 490 | 1 | counter[0]
max in group asynchronous | rst_n | 3390 | 2 | counter[23]
min in group asynchronous | rst_n | 1050 | 2 | counter[24]
-- layout by cell type, fill, tap and decap left out, types with 2 or more instances in the layout --
cell type,synthesis,routed
dfrtp_1,28,28
nor2_1,21,21
xor2_1,17,17
nand2_1,13,13
nand3_1,10,10
and3_1,9,9
xnor2_1,7,7
nand4_1,6,6
clkbuf_8,0,4
nor4_1,3,3
and4_1,2,2
nor3_1,2,2
a21oi_1,2,2
clkdlybuf4s50_1,0,2
-- cells in the mapped netlist (all sizes together) --
library cell / count
and4: 3
o21ai: 2
a21oi: 2
nor2b: 1
xor2: 17
inv: 2
or3: 1
dfrtp: 28
nor4: 4
nand3: 11
ha: 1
buf: 3
nor4bb: 1
nand4: 6
nor2: 21
nand2: 13
and3: 9
nor4b: 1
nor3: 2
xnor2: 7
nand3b: 1
-- area by class of cell --
| cell class | count | area [um2] |
|---|---|---|
| fillers | 828 | 5736 |
| flip-flops and latches | 28 | 700.7 |
| multi-input cells | 103 | 641.9 |
| well taps | 99 | 123.9 |
| clock buffers | 4 | 55.05 |
| repair buffers | 3 | 27.53 |
| inverters | 2 | 7.507 |
-- cell families (layout without fill, tap and decap cells) --
group,count (synthesis),after routing,share of synthesized area
adder cells (fa/ha/maj),1,1,0.009131
AND/OR/NAND/NOR,74,74,0.2913
XOR/XNOR,24,24,0.1534
buffers and inverters,5,9,0.02008
AND-OR/OR-AND,4,4,0.01461
flip-flops,28,28,0.5114
No activity file was given, so power comes from the tool's default toggle rates.
