==> flow/design.v <==
module mod12
	(
		input					clk,rst_n,
		input					en,
		output				tc,
		output		[4:0]	cnt_num	
	);
	wire				tc0,tc1;
	wire				rst_nt;
	assign	rst_nt	=	~(!rst_n|((cnt_num[3:0]==4'd2)&&(cnt_num[4]==1'b1)));
	assign	tc	=	en&tc0&tc1;
	modN	U0
	(
		.clk_50(clk),	
	   .rst_n(rst_nt),		
	   .en(en),			
	   .tc(tc0),			
	   .cnt_num(cnt_num[3:0])	
	);
		defparam U0.N = 4;
		defparam U0.M = 10;
	modN	U1
	(
		.clk_50(clk),	
	   .rst_n(rst_nt),		
	   .en(tc0),			
	   .tc(tc1),			
	   .cnt_num(cnt_num[4])	
	);
		defparam U1.N = 1;
		defparam U1.M = 2;
endmodule
module mod60
	(
		input					clk,rst_n,
		input					en,
		output				tc,
		output		[6:0]	cnt_num	
	);
	wire				tc0,tc1;
	assign	tc	=	en&tc0&tc1;
	modN	U0
	(
		.clk_50(clk),	
	   .rst_n(rst_n),		
	   .en(en),			
	   .tc(tc0),			
	   .cnt_num(cnt_num[3:0])	
	);
		defparam U0.N = 4;
		defparam U0.M = 10;
	modN	U1
	(
		.clk_50(clk),	
	   .rst_n(rst_n),		
	   .en(tc0),			
	   .tc(tc1),			
	   .cnt_num(cnt_num[6:4])	
	);
		defparam U1.N = 3;
		defparam U1.M = 6;
endmodule
module modN #(parameter N = 4, M = 10)  
	(
		input						clk_50	,
		input						rst_n		,
		input						en			,
		output					tc			,
		output reg	[N-1:0]	cnt_num	 
	);
	reg	tc1;
	assign	tc	=		en&tc1;
	always @(posedge clk_50, negedge rst_n) begin
		if(!rst_n)
			cnt_num	<=	{N{1'b0}};
		else if(en) begin
			if(cnt_num == M -2)	begin
				tc1		<=	1'b1;
				cnt_num	<=	cnt_num	+	1;
			end
			else if(cnt_num == M - 1) begin
				tc1		<=	1'b0;
				cnt_num	<=	{N{1'b0}};
			end
			else begin
				tc1		<=	1'b0;
				cnt_num	<=	cnt_num	+	1;
			end
		end
	end
endmodule
module timer
	(
		input					clk_50,rst_n,
		input					en,	 
		output				tc,	
		output		[6:0]	SC,MT,  
		output		[4:0]	HR      
	);
	wire	tc0,tc1,tc2;
	assign	tc	=	en&tc0&tc1&tc2;
	mod60	U0
	(
		.clk(clk_50),
		.rst_n(rst_n),
	   .en(en),
	   .tc(tc0),
	   .cnt_num(SC)	
	);
	mod60	U1
	(
		.clk(clk_50),
		.rst_n(rst_n),
	   .en(tc0),
	   .tc(tc1),
	   .cnt_num(MT)	
	);
	mod12	U2
	(
		.clk(clk_50),
		.rst_n(rst_n),
	   .en(tc1),
	   .tc(tc2),
	   .cnt_num(HR)	
	);
endmodule
==> flow/run.sh <==
#!/bin/bash
# OpenROAD 26Q1-2900-gdf79404cd8, Yosys 0.63+post, stock flow scripts
make -C /OpenROAD-flow-scripts/flow DESIGN_CONFIG=/design/flow/config.mk WORK_HOME=/design/flow/orfs finish
==> flow/config.mk <==
export PLATFORM = sky130hd
export DESIGN_NAME = timer
export DESIGN_NICKNAME = timer
export VERILOG_FILES = /design/flow/design.v
export SDC_FILE = /design/flow/constraint.sdc
export NUM_CORES = 4
export LEC_CHECK = 1
export CORE_AREA = 10 10 114 114
export DIE_AREA = 0 0 124 124
==> flow/constraint.sdc <==
current_design timer

set clk_period 1.4
set clk_io_pct 0.2

create_clock -name clk0 -period $clk_period [get_ports {clk_50}]

set non_clock_inputs [all_inputs -no_clocks]
set_input_delay [expr $clk_period * $clk_io_pct] -clock clk0 $non_clock_inputs
set_output_delay [expr $clk_period * $clk_io_pct] -clock clk0 [all_outputs]
==> summary.txt <==
Physical design

The run finished, with violations left. The final reports fail on negative setup slack. TritonCTS built the clock tree. The cell count after synthesis stands at 129. For reference, the critical path cell chain is buf_6 > inv_4 > ha_4 > and4bb_1 > or3b_1 > o21ai_2. The H-tree depth stands at 1. The post-cts hold-fix buffer tally stands at 0. For this run, the register share of the synthesized area comes to 0.4553. Entering global routing, the biggest net connects 16 pins. In this run the critical register-to-register path is launched from U0.U0.cnt_num[0].

The floorplan step set the die height to between 100 and 150 um. The core footprint stands at between 10000 and 15000 um2. The setup total negative slack stands at -0.2015 ns. For flop-to-flop paths, the worst setup slack is -0.08 ns. In this run the clock root is driven by a sky130_fd_sc_hd__clkbuf_8. Among all stages on the critical path, the largest delay is contributed by sky130_fd_sc_hd__dfrtp_1. In this design, the stage delay of the slowest critical-path cell is ~0.42 ns. The violation count after the first detailed-route iteration stands at roughly 85.

The number of antenna repair diodes stands at 0. The number of buffers on the longest clock path stands at 2. The biggest area contributor in the post-synthesis netlist is sky130_fd_sc_hd__dfrtp_1. The mean cell area of the mapped netlist stands at 11.16 um2. The utilization after layout stands at 0.2168. The endpoint identified for the worst register-to-register timing path is U0.U0.cnt_num[0]. The number of port buffers stands at 22. The buffer and inverter count on the worst path stands at 2.

The detail route stage leaves a number of antenna-violating nets equal to 0. Sorting the synthesized cells by how often they occur yields sky130_fd_sc_hd__dfrtp_1, sky130_fd_sc_hd__ha_1, sky130_fd_sc_hd__inv_1. The maximum fanout along the worst path stands at 3. The first-pass GRT wire length stands at between 5000 and 6000 um. On the critical path the data arrives at 1.70 ns.

The number of vias in the routed layout stands at 1153. The full die area stands at approximately 15000 um2. The static leakage stands at 0.001101 uW. The max-slew violation total from the final report stands at 0. For this run, the final setup violation count is recorded as 6.

In this run, synthesis produced a sequential element count of 25. For the final database, setup skew stands at roughly 0.015 ns. The initial utilization of the core area, before any placement, comes to 0.1383. For this block, the routed nets add up to 3398 um of wire. The area of the mapped netlist stands at around 1400 um2. Of the cells placed in the final design, the portion with a size suffix greater than 1 is 0.4010. The total congestion overflow stands at 0. Derived from the worst setup path, the maximum achievable clock frequency is 674.8 MHz. The number of cells on the worst reg-to-reg path is 6.

The total global routing track utilization stands at 0.04430. Summed over all nets, the half-perimeter wirelength after detailed placement is 2494 um. Per the skew report, the later register of the worst-skew pair sees a clock latency of 0.28 ns. By area, the combinational part of the netlist is dominated by simple AND/OR/NAND/NOR gates. The number of optimization iterations in the first detailed-route pass stands at 4. The via density per instance stands at 3.515. The number of global-route vias before repair stands at 1127. The script parses the final routing iteration and logs DRC violations as 0. The initial antenna violation count was 0.

Setup repair after global routing could not meet its margin everywhere. The xor/xnor share of the synthesized area stands at 0.006082. Per the OpenROAD floorplan log, the width of the die is approximately 120 um. The actual transition at the worst max-transition pin stands at ~0.29 ns. The total power divided by cell area stands at around 1400 nW/um2. In this run, the synthesized area fraction spent on and/or/nand/nor cells is recorded as 0.2016.

The clock drives 25 sinks. The filler cells instantiated in the layout total roughly 1100. The number of standard-cell rows in the floorplan stands at 37.

The required time of the worst setup path stands at 1.62 ns. The worst setup path is launched from a register. The kind of cell with the highest combined delay along the critical path is simple AND/OR/NAND/NOR gates. The yosys stat chip area stands at 1440 um2. The total I/O pin count stands at 23.

The worst setup path is captured at a register. The critical path in the final layout is reported with a setup slack of -0.08192 ns. The per-cell routed wire length stands at about 10 um. In the finished design, the share of the clock period the worst path needs comes to 1.059. The number of different library cells used by synthesis comes to 40. The total number of warnings across the stage logs stands at 38. The setup path with the least slack is of type register to register.

Of the post-synthesis cell area, the dominant cell type holds 0.3301. Yosys mapped a number of flops with a built-in enable equal to 6. The worst path in the final design needs a cycle of approximately 1.5 ns, including I/O delays and setup. The most used flip-flop cell after synthesis is sky130_fd_sc_hd__dfrtp_1.

The number of endpoints with negative hold slack in the final report stands at 0. The area taken by multi-input logic gates stands at roughly 800 um2. The clock buffer count from CTS stands at 3. The global placement routability congestion stands at 0.7390.

After synthesis, the design contains 129 cells according to Yosys. Of all flip-flops after synthesis, the portion carrying an async set or reset was 0.7600. Summing all multiplexer cells gives an area fraction of 0.04865. The cell-mix breakdown from Yosys lists the adder-cell area share as 0.1390. The worst voltage drop across the vdd grid stands at slightly below 0.0006 V.

In this run, the synthesized area fraction spent on AND-OR/OR-AND gates is recorded as 0.1043. The most frequently used library cell after synthesis is sky130_fd_sc_hd__dfrtp_1. By area the synthesized netlist is led by sky130_fd_sc_hd__dfrtp_1, sky130_fd_sc_hd__ha_1, sky130_fd_sc_hd__edfxtp_1. The synthesis report lists the Yosys warning total as 8. The tightest min-delay check is of the input pin to asynchronous set/reset pin type. After clock tree synthesis, the clock-pin slew on the worst setup and hold paths is around 0.10 ns. The tightest slew margin relative to the limit stands at 0.8064.

The area taken by sequential standard cells is reported as between 600 and 700 um2. In this run the layout overhead on the synthesized area is reported as 56.82%. The max-cap violation count stands at 0.
-- stage by stage --
stage	area (um2)	std cells	worst slack [ns]	power, uW	hold slack, ns
after floorplan	1440	129	0.01315	1726	-0.01559
after global placement	1976	306	-0.6019	2467	0.3664
after detailed placement	1976	306	-0.6125	2489	0.3639
after CTS	2170	329	-0.08846	3178	0.3096
after global routing	2258	328	-0.1389	3549	0.3161
final	2258	328	-0.08192	3254	0.3104
-- how the worst max path moves through the flow --
| stage | startpoint | endpoint | slack (ns) | cells past startpoint |
|---|---|---|---|---|
| 5_1_grt | U0.U0.cnt_num[0] | U0.U0.cnt_num[0] | -0.14 | 6 |
| 4_1_cts | U0.U0.cnt_num[0] | U0.U0.cnt_num[0] | -0.09 | 6 |
| 6_report | U0.U0.cnt_num[0] | U0.U0.cnt_num[0] | -0.08 | 6 |
-- cell usage in the layout (no fill, tap or decap), drive strengths merged, types with 2 or more instances in the layout --
master / count
buf: 40
dfrtp: 19
dlygate4sd2: 17
ha: 16
inv: 15
nor2: 8
edfxtp: 6
nand2: 6
and3: 6
mux2: 5
o21ai: 5
and3b: 4
and2: 4
a21o: 4
a22o: 4
clkbuf: 4
nor2b: 3
nand3: 3
and4bb: 3
nand2b: 2
nor3b: 2
clkdlybuf4s50: 2
-- metal layers --
metal | track usage | vias to the layer above | share of wire
met5 | 0 | - | 0
met1 | 0.06543 | 544 | 0.51
met3 | 0.01653 | 2 | 0.069
li1 | - | 586 | -
met2 | 0.06358 | 21 | 0.42
met4 | 0.002158 | 0 | 0.0047
-- report_power, final --
part / internal [uW] / total (uW) / switching (uW)
combinational: 1030 / 1700 / 670
clock: 203 / 449 / 245
sequential: 965 / 1110 / 144
total: 2190 / 3250 / 1060
-- layout make-up --
type	instances	share of cell area
tap	136	0.07535
multi-input combinational	88	0.3640
clock buffer	3	0.01828
sequential	25	0.2909
timing repair buffer	61	0.2244
inverter	14	0.02438
clock inverter	1	0.002770
-- kinds of logic after synthesis --
logic type | Yosys count
compound gates | 20
xor+xnor | 1
fa+ha+maj | 16
buf+inv | 16
flops | 25
mux | 6
simple gates | 45
-- sequential cells by signal, indices dropped and copies added, names as in the netlist --
| signal | flops |
|---|---|
| U2.U0.tc1 | 1 |
| U2.U1.cnt_num | 1 |
| U2.U1.tc1 | 1 |
| U0.U0.cnt_num | 4 |
| U0.U1.tc1 | 1 |
| U0.U1.cnt_num | 3 |
| U2.U0.cnt_num | 4 |
| U1.U0.tc1 | 1 |
| U0.U0.tc1 | 1 |
| U1.U0.cnt_num | 4 |
| U1.U1.tc1 | 1 |
| U1.U1.cnt_num | 3 |
-- what timing repair did --
item / in CTS / in global routing
pin swaps: 4 / 10
setup buffers: 20 / 2
setup endpoints to repair: 25 / 19
resized: 30 / 29
endpoints found under the hold margin: 0 / 0
No activity file was given, so power comes from the tool's default toggle rates.
